$ cat flow/config.mk
export PLATFORM = sky130hd
export DESIGN_NAME = Morse_Code_Encryptor
export DESIGN_NICKNAME = Morse_Code_Encryptor
export VERILOG_FILES = /design/flow/design.v
export SDC_FILE = /design/flow/constraint.sdc
export NUM_CORES = 4
export LEC_CHECK = 1
export CORE_AREA = 10 10 100 100
export DIE_AREA = 0 0 110 110
$ cat flow/constraint.sdc
current_design Morse_Code_Encryptor

set clk_period 2.0
set clk_io_pct 0.2

create_clock -name clk0 -period $clk_period [get_ports {clk}]

set non_clock_inputs [all_inputs -no_clocks]
set_input_delay [expr $clk_period * $clk_io_pct] -clock clk0 $non_clock_inputs
set_output_delay [expr $clk_period * $clk_io_pct] -clock clk0 [all_outputs]
$ cat flow/design.v
`timescale 1ns / 1ps
module Morse_Code_Encryptor (
    input      [4:0] IN,
    input            clk,
    input            rst_n,
    input            EN,
    output reg       OUT
);
    localparam A_MORSE = 16'b0101110000000000;
    localparam B_MORSE = 16'b0111010101000000;
    localparam C_MORSE = 16'b0111010111010000;
    localparam D_MORSE = 16'b0111010100000000;
    localparam E_MORSE = 16'b0100000000000000;
    localparam F_MORSE = 16'b0101011101000000;
    localparam G_MORSE = 16'b0111011101000000;
    localparam H_MORSE = 16'b0101010100000000;
    localparam I_MORSE = 16'b0101000000000000;
    localparam J_MORSE = 16'b0101110111011100;
    localparam K_MORSE = 16'b0111010111000000;
    localparam L_MORSE = 16'b0101110101000000;
    localparam M_MORSE = 16'b0111011100000000;
    localparam N_MORSE = 16'b0111010000000000;
    localparam O_MORSE = 16'b0111011101110000;
    localparam P_MORSE = 16'b0101110111010000;
    localparam Q_MORSE = 16'b0111011101011100;
    localparam R_MORSE = 16'b0101110100000000;
    localparam S_MORSE = 16'b0101010000000000;
    localparam T_MORSE = 16'b0111000000000000;
    localparam U_MORSE = 16'b0101011100000000;
    localparam V_MORSE = 16'b0101010111000000;
    localparam W_MORSE = 16'b0101110111000000;
    localparam X_MORSE = 16'b0111010101110000;
    localparam Y_MORSE = 16'b0111010111011100;
    localparam Z_MORSE = 16'b0111011101010000;
    localparam A = 5'd1;
    localparam B = 5'd2;
    localparam C = 5'd3;
    localparam D = 5'd4;
    localparam E = 5'd5;
    localparam F = 5'd6;
    localparam G = 5'd7;
    localparam H = 5'd8;
    localparam I = 5'd9;
    localparam J = 5'd10;
    localparam K = 5'd11;
    localparam L = 5'd12;
    localparam M = 5'd13;
    localparam N = 5'd14;
    localparam O = 5'd15;
    localparam P = 5'd16;
    localparam Q = 5'd17;
    localparam R = 5'd18;
    localparam S = 5'd19;
    localparam T = 5'd20;
    localparam U = 5'd21;
    localparam V = 5'd22;
    localparam W = 5'd23;
    localparam X = 5'd24;
    localparam Y = 5'd25;
    localparam Z = 5'd26;
    reg [15:0] tempMorse;
    always @(*) begin
        case (IN)
            A: tempMorse = A_MORSE;
            B: tempMorse = B_MORSE;
            C: tempMorse = C_MORSE;
            D: tempMorse = D_MORSE;
            E: tempMorse = E_MORSE;
            F: tempMorse = F_MORSE;
            G: tempMorse = G_MORSE;
            H: tempMorse = H_MORSE;
            I: tempMorse = I_MORSE;
            J: tempMorse = J_MORSE;
            K: tempMorse = K_MORSE;
            L: tempMorse = L_MORSE;
            M: tempMorse = M_MORSE;
            N: tempMorse = N_MORSE;
            O: tempMorse = O_MORSE;
            P: tempMorse = P_MORSE;
            Q: tempMorse = Q_MORSE;
            R: tempMorse = R_MORSE;
            S: tempMorse = S_MORSE;
            T: tempMorse = T_MORSE;
            U: tempMorse = U_MORSE;
            V: tempMorse = V_MORSE;
            W: tempMorse = W_MORSE;
            X: tempMorse = X_MORSE;
            Y: tempMorse = Y_MORSE;
            Z: tempMorse = Z_MORSE;
            default: tempMorse = 16'd0;
        endcase
    end
    reg [15:0] outMorse;
    always @(posedge clk) begin
        if (~rst_n) begin
            OUT <= 0;
            outMorse <= 0;
        end
        else begin
            if (outMorse == 0 && EN) begin
                outMorse <= tempMorse;
            end else begin
                OUT <= outMorse[15];
                outMorse <= outMorse << 1;
            end
        end
    end
endmodule
$ cat flow/run.sh
#!/bin/bash
# OpenROAD 26Q1-2900-gdf79404cd8, Yosys 0.63+post, stock flow scripts
make -C /OpenROAD-flow-scripts/flow DESIGN_CONFIG=/design/flow/config.mk WORK_HOME=/design/flow/orfs finish
==> results.yml <==
# physical design summary
clock_tree:
  cts_root_buf: "clkbuf_8"
  cts_hold_buf: 0
  numCtsBuffers: 3
  clockBufferDepth: 2
  path_clk_slew_ps: 60
  clock_latency_ps: 250
  cts.sinks: 15
  htree_levels: 1
  cts_tree: "yes"
route:
  wl_per_cell_um: 10.9
  drt-vias-per-instance: 3.96
  diodes: 0
  drtIter0Drc: 67
  wirelength_um: 2800
  dr_total_vias: 1021
  drc: 0
  first_pass_iters: 4
  antenna_left: 0
logic_synthesis:
  topCellsByArea: "dfxtp_1 28%, ha_1 13%, nand2_1 5.7%, a32o_1 3.8%, a21oi_1 3.3%"
  mux_area_share_pct: 4.02
  synth.cellmix.adderShare_pct: 13.0
  synthCells: 125
  ys_seq_share_pct: 28.4
  top_cell: "nand2_1"
  ys_sh_aoi_pct: 24.9
  ys_sh_simple_pct: 25.1
  synth-edff-count: 0
  ys_chip_area_um2: 1060
  ys_types: 42
  yosys_warnings: 1
  synthArstFlopShare_pct: 0
  synth_top_area_share_pct: 28.4
  synth_area_um2: 1060
  yosysTopAreaCell: "dfxtp_1"
  topCombFamilyByArea: "simple AND/OR/NAND/NOR gates"
  common_cells: "16 x nand2_1, 15 x dfxtp_1, 11 x ha_1"
  synth.avg_cell_area_um2: 8.47
  yosysCellCount: 125
  ys_sh_xor_pct: 0
  ys.flops: 15
  flop_cell: "dfxtp_1"
pwr:
  p_leak_nw: 0.630
  power-per-cell-area_nw_per_um2: 752
  p_total_mw: 1.13
  ir_drop_v: 0.000338
setup_path:
  endpoint: "outMorse[9]"
  path_cells: "or4_1 > or4_4 > nor2_4 > a32o_1"
  timing.rr.end: "outMorse[9]"
  r2r_slack_ps: 100
  slowest_stage: "or4_1"
  regToRegStartpoint: "outMorse[4]"
  worst-endpoint-required_ps: 2190
  cp_data_arrival_time_ps: 2090
  crit_path_start_kind: "register"
  end_kind: "register"
  crit_path_max_fanout: 7
  criticalPathCategory: "reg -> reg"
  cp-startpoint: "outMorse[4]"
  max_stage_delay_ps: 580
  reg2reg_depth: 4
timing:
  final_hold_viol_count: 0
  hold_slack_ps: 455
  rsz0062_at_grt: "no"
  maxSlewHeadroom_pct: 80.3
  setup_viol: 0
  maxSlewViolCount: 0
  worst_clock_skew_ps: 2.04
  fmax_mhz: 526
  period_used_pct: 95.1
  period_minus_slack_ps: 1900
  worst_pin_slew_ps: 294
layout:
  area_growth_pct: 42.2
  design_area_um2: 1510
  layout.cells.non_filler: 258
  drive_gt1_share_pct: 25.0
hold_path:
  hold_class: "reg -> reg"
place:
  place_area_um2: 1440
  numPortBuffers: 8
  finalWeightedCongestion: 0.848
  place_inst: 253
  hpwl_um: 2160
global_routing:
  grt-ovfl-total: 0
  grt_pass1_vias: 1000
  grt_first_pass_wirelength_um: 4930
  antenna_found_initial: 0
  globalRoute.busiestLayer: "met1"
  grt_use_met1_pct: 7.65
  grt_max_degree: 23
  use_met3_pct: 1.18
  grtUsageMet2_pct: 6.94
  grt_usage_pct: 4.89
floorplan:
  initCoreUtil_pct: 13.6
  std_cell_rows: 32
  dieArea_um2: 12100
  coreArea_um2: 7810
  ioPinCount: 9
  fp.dieH_um: 110
  die_x_um: 110
job:
  max-cap-violations: 0
  log.warning_count: 34
status:
  run_status: "complete, no violations"
[stage by stage]
step	setup TNS [ps]	utilization (%)	setup WS (ps)
4_1_cts	0	19.1	16.9
2_1_floorplan	0	-	220
6_report	0	19.3	98.7
3_3_place_gp	-2990	18.4	-310
5_1_grt	0	19.3	9.08
3_5_place_dp	-3050	18.4	-310
[flip-flops by register name, indices dropped and copies added, names as in the netlist]
signal,flops
OUT,1
outMorse,14
[final cells by class]
type	count	area, um2
Clock buffer	3	41.3
Clock inverter	1	7.51
Fill cell	877	6300
Inverter	6	22.5
Multi-Input combinational cell	97	716
Sequential cell	15	300
Tap cell	102	128
Timing Repair Buffer	34	290
[power by group]
group	internal, mW	switching (mW)
registers	0.381	0.0446
clock network	0.140	0.111
logic	0.239	0.216
total	0.760	0.372
[what timing repair did]
item	CTS	global route
hold endpoints to repair	0	0
buffers inserted	0	1
resized	0	7
endpoints found under the setup margin	7	11
pin swaps	2	2
[metal layers]
layer	part of all wire [%]	vias up
li1	-	524
met1	54	476
met2	39	19
met3	6.2	2
met4	0.53	0
met5	0	-
[kinds of logic (layout without fill, tap and decap cells)]
| group | count (synthesis) | in the layout |
|---|---|---|
| AND/OR/NAND/NOR | 46 | 46 |
| AND-OR/OR-AND | 37 | 37 |
| flip-flops | 15 | 15 |
| buffers and inverters | 13 | 44 |
| adder cells (fa/ha/maj) | 11 | 11 |
| multiplexers | 3 | 3 |
[critical path, delay by kind of cell (launching register included)]
family / cells / cell delay (ps)
simple gates: 3 / 1360
compound gates: 1 / 180
flops: 1 / 310
[worst min-delay path by stage]
| stage | from | end | cells past startpoint |
|---|---|---|---|
| finish | outMorse[10] | outMorse[11] | 2 |
| global route | outMorse[10] | outMorse[11] | 2 |
| CTS | outMorse[10] | outMorse[11] | 2 |
[cells in the final DEF, fill, tap and decap left out, drive strengths merged, types with 4 or more instances in the layout]
| master | count |
|---|---|
| a21oi | 7 |
| a32o | 4 |
| buf | 26 |
| clkdlybuf4s50 | 7 |
| dfxtp | 15 |
| ha | 11 |
| inv | 6 |
| nand2 | 16 |
| nor2 | 7 |
| o21ai | 6 |
Power figures rest on the tool's default switching activity, not on a simulated workload.
